**flow/run.sh**
```bash
#!/bin/bash
# OpenROAD 26Q1-2900-gdf79404cd8, Yosys 0.63+post, stock flow scripts
make -C /OpenROAD-flow-scripts/flow DESIGN_CONFIG=/design/flow/config.mk WORK_HOME=/design/flow/orfs finish
```
**flow/design.v**
```verilog
module fifo (clk, clrn, read, write, data_in, data_out, ready, overflow);
	input clk, clrn;
	input read, write;					 
	input [7:0] data_in;
	output [7:0] data_out;
	output ready;						 
	output reg overflow;				 
	reg [7:0] fifo_buffer [7:0];		 
	reg [2:0] write_pointer;
	reg [2:0] read_pointer;
	always @ (posedge clk or negedge clrn) begin
		if (!clrn)	begin
			write_pointer <= 0;
			read_pointer <= 0;
			overflow <= 0;
		end	 
		else begin
			if (write) begin
				if((write_pointer + 3'b1) != read_pointer) begin
					fifo_buffer[write_pointer] <= data_in;
					write_pointer <= write_pointer + 3'b1;
				end  
				else begin
					overflow <= 1;
				end  
			end  
			if (read && ready) begin
				read_pointer <= read_pointer + 3'b1;
				overflow <= 0;
			end  
		end  
	end  
	assign ready = (write_pointer != read_pointer);
	assign data_out = fifo_buffer[read_pointer];
endmodule
```
**flow/constraint.sdc**
```tcl
current_design fifo

set clk_period 3.4
set clk_io_pct 0.2

create_clock -name clk0 -period $clk_period [get_ports {clk}]

set non_clock_inputs [all_inputs -no_clocks]
set_input_delay [expr $clk_period * $clk_io_pct] -clock clk0 $non_clock_inputs
set_output_delay [expr $clk_period * $clk_io_pct] -clock clk0 [all_outputs]
```
**flow/config.mk**
```make
export PLATFORM = sky130hd
export DESIGN_NAME = fifo
export DESIGN_NICKNAME = fifo
export VERILOG_FILES = /design/flow/design.v
export SDC_FILE = /design/flow/constraint.sdc
export NUM_CORES = 4
export LEC_CHECK = 1
export CORE_UTILIZATION = 30
```
==> reports/metrics.yaml <==
outcome:
  outcome: "finished, final reports clean"
synth:
  synth-edff-count: 64
  ys.flops: 71
  synth_area_um2: 3040
  netlist_instances: 190
  ff_type: "edfxtp_1"
  syn_area_per_cell_um2: 16.0
  yosysChipArea_um2: 3040
  yosys_warnings: 2
  ys_types: 41
  ys_seq_share_pct: 68.9
  synth_stat.cells: 190
  async_reset_ff_share_pct: 9.86
worst_setup_path:
  endpoint_kind: "output pin"
  cp-start-kind: "flop"
  r2r_slack_ns: 1.01
  cp.arrival_ns: 2.62
  crit_start: "read_pointer[0]"
  cpPeakStageDelay_ns: 0.54
  slowest_stage: "or4_4"
  rr_endpoint: "fifo_buffer[1][1]"
  crit_type: "reg -> out"
  timing.critical_path.required_ns: 2.72
  crit_buf_inv: 1
  worstPathCellList: "ha_2 > ha_1 > or4_4 > or2_4 > a31oi_1 > clkdlybuf4s50_1"
  critPathTopFamily: "simple AND/OR/NAND/NOR gates"
  reg2regPathDepth: 7
  r2r-start: "write_pointer[0]"
  crit_fanout: 8
sta:
  final_hold_viol_count: 0
  timing.setup.tns_ns: 0
  final.period_utilization_pct: 97.0
  max_freq_ghz: 0.303
  finClkSkew_ns: 0.00779
  tightest_slew_ns: 0.411
  rsz0062_at_grt: "yes"
  period_minus_slack_ns: 3.30
  setup_viol: 0
  slew-limit-headroom_pct: 72.4
  slew_viol_final: 0
placed_design:
  dp_hpwl_mm: 3.93
  gp_routability_congestion: 0.875
  dpl_cell_area_um2: 3490
  portBuffers: 21
power:
  power.density_nw_per_um2: 862
  swShare_pct: 33.3
  power_switching_mw: 1.07
  ir_drop_mv: 0.608
  power.clock.fraction_pct: 19.9
  pwr-share-comb_pct: 44.8
  power.leakage_nw: 1.28
  seqPwrFrac_pct: 35.3
  intPower_mw: 2.14
detailed_routing:
  drc: 0
  via_count: 1732
  ant_nets: 0
  firstDrtPassIters: 4
  avgRoutedWirePerCell_um: 16.3
  post_drt_via_cell_ratio: 4.69
  first_iter_violations: 59
  wirelength_mm: 6.01
  num_antenna_cells: 0
grt:
  grt_max_degree: 15
  grt_use_total_pct: 13.2
  antenna_found_initial: 0
  grt_pass1_vias: 1794
  grt_pass1_wl_mm: 9.60
  grt.overflow.total: 0
layout:
  fill_cells: 936
  final_area_um2: 3730
  syn2layout_area_growth_pct: 22.4
  seq_area_um2: 2100
  logic_area_um2: 875
  drive_gt1_share_pct: 25.8
floorplanning:
  ios: 22
  dieWidth_um: 103
  fp_util_pct: 31.0
  fp.coreArea_um2: 9820
  fp.dieH_um: 103
  row_count: 36
  die_area_um2: 10600
worst_hold_path:
  worstHoldStart: "overflow"
  hold_depth: 1
  hp-class: "reg -> reg"
  min_to: "overflow"
clock_network:
  cts.sinks: 71
  cts_root_buf: "clkbuf_8"
  cts.clk_slew.worst_paths_ns: 0.07
  cts_tree: "built"
  cts_max_level: 3
  clock_path_buffers: 2
  cts-buffers-inserted: 9
  insertion_delay_ns: 0.34
flow_run:
  log.warning_count: 34
  drv_cap: 0
==> power groups by stage <==
stage         clock network, mW  logic, mW  registers (mW)
finish                    0.639       1.44            1.13
CTS                       0.658       1.43            1.13
global route              0.693       1.60            1.15
==> cells by family after synthesis <==
group	Yosys count	synth area share (%)
AND-OR/OR-AND	47	12.9
XOR/XNOR	5	1.44
adder cells (fa/ha/maj)	12	4.93
buffers and inverters	19	4.11
flip-flops	71	68.9
multiplexers	4	1.40
AND/OR/NAND/NOR	32	6.29
==> timing repair <==
action | CTS | global route
buffers inserted | 1 | 0
pin swaps | 1 | 1
endpoints found under the hold margin | 0 | 0
endpoints found under the setup margin | 8 | 8
resized | 1 | 8
hold buffers | 0 | 0
==> routing by layer <==
layer  vias up  track usage [%]  routed length [µm]
met5         -                0                   0
met3         2             6.13                 496
li1        846                -                   -
met2        50             20.9                2990
met1       834             18.0                2510
met4         0             1.30                  21
==> metrics by stage <==
stage,power [mW],cells,setup slack (ns),hold WS [ns],util [%]
2_1_floorplan,1.99,190,0.563,0.384,-
4_1_cts,3.22,369,0.0268,0.513,37.6
3_3_place_gp,2.55,352,0.240,0.485,35.6
6_report,3.21,369,0.103,0.506,37.9
3_5_place_dp,2.56,352,0.215,0.492,35.6
5_1_grt,3.45,369,-0.00311,0.518,37.9
==> synth_stat cells, types with 4 or more instances <==
cell type	n	share of area (%)
a221oi_1	7	2.0
a22o_1	7	2.0
a22o_2	8	2.6
a22oi_1	7	1.7
a31oi_1	7	1.4
buf_6	4	1.5
clkbuf_1	4	0.49
dfrtp_1	7	5.8
edfxtp_1	64	63
ha_1	12	4.9
inv_1	7	0.86
nand2_1	4	0.49
nor3_1	12	2.0
nor4b_1	4	1.2
xnor2_1	4	1.2
==> worst max-delay path by stage <==
stage                  to  cells past startpoint
CTS           data_out[3]                      6
finish        data_out[1]                      6
global route  data_out[5]                      6
==> sequential cells by signal, summed over array words and instances, names as in the netlist <==
signal,cells
fifo_buffer,64
write_pointer,3
read_pointer,3
overflow,1
==> placed cells by master (no fill, tap or decap), types with 4 or more instances in the layout <==
master and count:
edfxtp_1 64, buf_4 21, clkdlybuf4s50_1 19, nor3_1 11
ha_1 11, clkbuf_8 9, a22o_2 8, inv_1 7
a22oi_1 7, a22o_1 7, a221oi_1 7, dfrtp_1 6
a31oi_1 5, xnor2_1 4, nand2_1 4
==> final cells by class <==
| class | instances | area share [%] |
|---|---|---|
| sequential | 71 | 56.3 |
| multi-input combinational | 100 | 23.5 |
| timing repair buffer | 42 | 10.0 |
| tap | 133 | 4.47 |
| clock buffer | 10 | 3.43 |
| clock inverter | 6 | 1.61 |
| inverter | 7 | 0.705 |
Power is estimated from default activity; no workload was simulated.

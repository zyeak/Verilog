==> flow/design.v <==
module shift (data, shift, right, arith, result);
	input [31:0] data;		 
	input [4:0] shift;	 
	input right;			 
	input arith;			 
	output [31:0] result;	 
	reg [31:0] result;
	always @* begin
		if( !right ) begin					 
			result = data << shift;
		end
		else if( !arith ) begin				 
			result = data >> shift;
		end
		else begin							 
			result = $signed(data) >>> shift;	 
		end
	end
endmodule
==> flow/config.mk <==
export PLATFORM = sky130hd
export DESIGN_NAME = shift
export DESIGN_NICKNAME = shift
export VERILOG_FILES = /design/flow/design.v
export SDC_FILE = /design/flow/constraint.sdc
export NUM_CORES = 4
export LEC_CHECK = 1
export CORE_UTILIZATION = 50
==> flow/run.sh <==
#!/bin/bash
# OpenROAD 26Q1-2900-gdf79404cd8, Yosys 0.63+post, stock flow scripts
make -C /OpenROAD-flow-scripts/flow DESIGN_CONFIG=/design/flow/config.mk WORK_HOME=/design/flow/orfs finish
==> flow/constraint.sdc <==
current_design shift

set clk_period 5.9
set clk_io_pct 0.2

create_clock -name clk0 -period $clk_period

set non_clock_inputs [all_inputs -no_clocks]
set_input_delay [expr $clk_period * $clk_io_pct] -clock clk0 $non_clock_inputs
set_output_delay [expr $clk_period * $clk_io_pct] -clock clk0 [all_outputs]
==> metrics.cfg <==
[run_status]
outcome = finished clean

[logic_synthesis]
chip_area_yosys_mm2 = 0.00392
area_leaders = mux4_2 37%, mux2i_1 8.9%, mux2_2 6.3%
synthesis.area_per_instance_um2 = 8.34
yosysTopAreaCell = mux4_2
post-synth-top-area-fraction_pct = 36.8
synthesis.yosys.warnings = 1
ys_seq_share_pct = 0
ys_cells = 470
yosys-top-cells-count = 64 x mux4_2, 64 x nor2_1, 50 x nand2_1
synth_cell_types = 55
synth.cell_area_mm2 = 0.00392
postSynthCellCount = 470

[layout]
regArea_um2 = 0
flow.area_growth_from_synthesis_pct = 16.3
share_of_cells_above_drive_strength_1_pct = 21.9
finalInstanceArea_mm2 = 0.00456
flop-count = 0
clockBufferCount = 0
utilization_pct = 61.6

[route]
ant_nets = 0
drc = 0
route.final.wire_length_mm = 14.8
drt-wirelength-per-cell_um = 24.8
drt_iter0_markers = 518
route.vias.total = 4383
diodes_inserted = 0
via_per_inst = 7.35
router_iterations_before_antenna_repair = 5

[final_timing]
setup_repair_after_global_routing_missed_its_margin = no
timing.setup.tns_ns = 0
clock.fmax_ghz = 0.191
worst_pin_slew_ns = 0.884
timing.slew.headroom_pct = 41.0
period_used_pct = 89.0
finalHoldViolCount = 0
setup_ws_ns = 0.651
slew_viol_final = 0
finalSetupViolCount = 0
time_the_final_worst_path_needs_with_i_o_delays_and_setup_ns = 5.25
finalHoldWorstSlack_ns = 3.36

[placed_design]
dpl_worst_slack_ns = 0.661
gp_congestion = 1.02
placed_area_mm2 = 0.00456
post-dp-hpwl_mm = 11.2
place.port_buffers = 71

[grt]
first_global_vias = 4084
overflow = 0
grt_antenna_before_repair = 0
grt_pass1_wl_mm = 23.0
grt_usage_pct = 37.9
largest_net_degree_at_the_start_of_global_routing = 70

[setup_path]
worst-endpoint-arrival_ns = 4.07
endpoint_kind = output pin
timing.critical_path.required_ns = 4.72
worstSetupStartpointType = input pin
timing_worst_setup_path_type = in2out
cp_cell_sequence = buf_4, mux4_2, mux2_4, a222oi_1, o22ai_1, o21a_1, clkdlybuf4s50_1
worst-path-buf-inv = 2
worst_path_largest_cell_delay_ns = 0.67
critical-path-top-delay-family = buffers and inverters
critPathSlowestCell = mux4_2
crit_path_max_fanout = 47

[die]
initCoreUtil_pct = 52.9
placementRows = 31
fp.dieArea_mm2 = 0.00820
die.size.x_um = 90.5
num_io_pins = 71
floorplan.die.height_um = 90.5
floorplan.core_area_mm2 = 0.00741

[run]
cap_violations = 0
openroad.warnings = 33

[clocking]
cts-hold-fix-buffers = 0
post_cts.repair.setup_buffers = 0
cts_repair_resize_count = 0

[power_and_ir_drop]
power_density_mw_per_mm2 = 101
leakage_nw = 1.60
vdd.ir_drop.worst_uv = 113

[worst_hold_path]
hold_path_class = in2out
worst_hold_path.num_cells = 3
startpoint_of_the_most_critical_hold_path = right
holdPathEnd = result[21]

[layout make-up]
| class | count | area, µm² |
|---|---|---|
| Tap cell | 99 | 124 |
| Multi-Input combinational cell | 409 | 3630 |
| Fill cell | 666 | 2850 |
| Timing Repair Buffer | 83 | 786 |
| Inverter | 5 | 18.8 |
[cell families after synthesis]
logic type	after synthesis	synth area share, %
compound gates	118	21.4
buf+inv	61	7.34
mux	122	52.4
simple gates	169	18.9
[metrics by stage]
stage	instances	power (W)
after floorplan	470	0.000279
after detailed placement	596	0.000447
after global routing	596	0.000488
final	596	0.000459
after global placement	596	0.000447
after CTS	596	0.000449
[power by group]
| group | leakage, nW | switching, W | internal, W |
|---|---|---|---|
| combinational | 1.60 | 0.000234 | 0.000225 |
| clock | 0 | 0 | 0 |
| sequential | 0 | 0 | 0 |
[how the worst max path moves through the flow]
| stage | slack (ns) | cells past startpoint | from | to |
|---|---|---|---|---|
| after CTS | 0.66 | 7 | shift[0] | result[3] |
| after global routing | 0.42 | 8 | shift[0] | result[0] |
| final | 0.65 | 7 | shift[0] | result[23] |
[per-layer routing]
metal	vias to the layer above	GRT usage (%)	routed length (µm)
li1	1926	-	-
met1	2086	57.8	5970
met2	336	54.7	6520
met3	35	12.8	1890
met4	0	7.66	407
met5	-	0	0
[placed cells by master (no fill, tap or decap), drive strengths merged, types with 10 or more instances in the layout]
master,Yosys,layout
mux2,23,23
mux2i,35,35
nor3,17,17
o211ai,11,11
o21ai,16,16
clkdlybuf4s50,0,67
nor2,64,64
a21oi,18,18
mux4,64,64
buf,27,16
nand2,50,50
nand3,10,10
[worst min-delay path: stages]
cell and delay, ns:
buf_2 0.30, a31oi_1 0.22, clkdlybuf4s50_1 0.46
Power is estimated from default activity; no workload was simulated.
